==> flow/design.v <==
module inv_3x3_upper_triangular (
    input signed [15:0] a11, a12, a13,
    input signed [15:0] a22, a23,
    input signed [15:0] a33,
    output reg signed [15:0] inv_a11, inv_a12, inv_a13,
    output reg signed [15:0] inv_a22, inv_a23,
    output reg signed [15:0] inv_a33,
    input clk,    
    input rst,           
    output reg done,
    input valid,
    output Error
);
reg signed [15:0] inv_a11_full, inv_a22_full, inv_a33_full;
reg signed [31:0] inv_a12_full, inv_a13_full, inv_a23_full , temp1,temp2,temp3,temp4,temp5,temp6;
reg [2:0] calc;
wire done1,done2,done3;
wire [15:0] quotient1,quotient2,quotient3;
wire Error1,Error2,Error3;
assign Error = Error1 | Error2 | Error3;
always @(posedge clk or negedge rst) begin
    done <= 0;
    if (!rst) begin
        inv_a11 <= 0;
        inv_a12 <= 0;
        inv_a13 <= 0;
        inv_a22 <= 0;
        inv_a23 <= 0;
        inv_a33 <= 0;
        inv_a11_full <= 0;
        inv_a22_full <= 0;
        inv_a33_full <= 0;
        inv_a12_full <= 0;
        inv_a13_full <= 0;
        inv_a23_full <= 0;
        calc <= 0;
        done <= 0;
    end
    else if(done1 && done2 && done3)
    begin
            inv_a11_full <= quotient1;
            inv_a22_full <= quotient2;
            inv_a33_full <= quotient3;
            calc<=1;
    end
        else if (calc == 1)
        begin
            temp1 <= (inv_a11_full * inv_a22_full) >>> 12;
            temp2 <= (inv_a22_full * inv_a33_full) >>> 12;
            temp3 <= (a12 * a23) >>> 12 ;
            temp4 <= (a13 * a22) >>> 12 ;
        calc <= 2;
        end
        else if (calc==2)
        begin
            inv_a12_full <= -((a12 * temp1) >>> 12);   
            inv_a23_full <= -((a23 * temp2)>>> 12);   
            temp5 <= (temp1 * inv_a33_full) >>> 12;
            temp6 <= (temp3 - temp4);
            calc <= 3;
        end
    else if (calc==3)
    begin
        inv_a13_full <= (temp6 * temp5 ) >>> 12;
        calc <= 4;
    end
    else if (calc==4) begin
         inv_a11 <= inv_a11_full;
        inv_a12 <= inv_a12_full;
        inv_a13 <= inv_a13_full;
        inv_a22 <= inv_a22_full;
        inv_a23 <= inv_a23_full;
        inv_a33 <= inv_a33_full;
        done <= 1;
        calc <= 0;
    end
end
cordic_div #(.WORD_LENGTH(16), .FRACTION_LENGTH(12), .N(15)) 
    DUT1 (
        .clk(clk),
        .reset(rst),
        .start(valid),
        .numerator(a11),
        .denominator(16'h1000 ),
        .quotient(quotient1),
        .done(done1),
        .Error(Error1)
    );
    cordic_div #(.WORD_LENGTH(16), .FRACTION_LENGTH(12), .N(15)) 
    DUT2 (
        .clk(clk),
        .reset(rst),
        .start(valid),
        .numerator(a22),
        .denominator(16'h1000 ),
        .quotient(quotient2),
        .done(done2),
        .Error(Error2)
    );
    cordic_div #(.WORD_LENGTH(16), .FRACTION_LENGTH(12), .N(15)) 
    DUT3 (
        .clk(clk),
        .reset(rst),
        .start(valid),
        .numerator(a33),
        .denominator(16'h1000),
        .quotient(quotient3),
        .done(done3),
        .Error(Error3)
    );
endmodule
module cordic_div #(parameter WORD_LENGTH = 16, FRACTION_LENGTH = 12, N = 15)
    (
        input clk,                                          
        input reset,                                        
        input start,                                        
        input signed [WORD_LENGTH-1:0] numerator,           
        input signed [WORD_LENGTH-1:0] denominator,         
        output reg signed [WORD_LENGTH-1:0] quotient,       
        output reg done,                                    
        output reg Error                                    
    );
    reg signed [2*WORD_LENGTH-1:0] y;                       
    reg signed [WORD_LENGTH-1:0] z;                         
    reg signed [WORD_LENGTH-1:0] x;                         
    reg signed [WORD_LENGTH-1:0] abs_x;                     
    reg xsign;                                              
    reg [3:0] i;                                            
    wire signed [WORD_LENGTH+3:0] step_size;                
    reg [1:0] state;                                        
    localparam IDLE = 2'b00, INIT = 2'b01, PROCESS = 2'b10, DONE = 2'b11;
    assign step_size = (abs_x <<< 3);                       
    always @(posedge clk or negedge reset) begin
        if (!reset) begin
            quotient <= 0;
            done <= 0;
            state <= IDLE;
            i <= 0;
            y <= 0;
            z <= 0;
            xsign <= 0;
            Error <= 0;
        end else begin
            case (state)
                IDLE: begin
                    done <= 0;
                    if (start) begin
                        abs_x <= (numerator[WORD_LENGTH-1] == 1'b1) ? -numerator : numerator;  
                        xsign <= (numerator[WORD_LENGTH-1] == 1'b1);                          
                        y <= { {WORD_LENGTH{denominator[WORD_LENGTH-1]}}, denominator };      
                        z <= 0;                                                               
                        i <= 0;                                                               
                        done <= 0;                                                            
                        Error <= (numerator == 0);                                          
                        state <= (numerator != 0) ? INIT : IDLE;                            
                    end
                end
                INIT: begin
                    state <= PROCESS;
                end
                PROCESS: begin
                    if (i < N-1) begin
                        if (y[2*WORD_LENGTH-1] == 1) begin
                            y <= y + (step_size >>> i);                 
                            z <= z - (16'h8000 >>> (i));                     
                        end else begin
                            y <= y - (step_size >>> i);                 
                            z <= z + (16'h8000 >>> (i));                     
                        end
                        i <= i + 1;                                     
                    end else begin
                        state <= DONE;                                  
                    end
                end
                DONE: begin
                    quotient <= (xsign) ? -z : z;                       
                    done <= 1;                                          
                    state <= IDLE;                                      
                end
                default: state <= IDLE;
            endcase
        end
    end
endmodule
==> flow/run.sh <==
#!/bin/bash
# OpenROAD 26Q1-2900-gdf79404cd8, Yosys 0.63+post, stock flow scripts
make -C /OpenROAD-flow-scripts/flow DESIGN_CONFIG=/design/flow/config.mk WORK_HOME=/design/flow/orfs finish
==> flow/config.mk <==
export PLATFORM = sky130hd
export DESIGN_NAME = inv_3x3_upper_triangular
export DESIGN_NICKNAME = inv_3x3_upper_triangular
export VERILOG_FILES = /design/flow/design.v
export SDC_FILE = /design/flow/constraint.sdc
export NUM_CORES = 4
export LEC_CHECK = 1
export CORE_UTILIZATION = 50
==> flow/constraint.sdc <==
current_design inv_3x3_upper_triangular

set clk_period 11.1
set clk_io_pct 0.2

create_clock -name clk0 -period $clk_period [get_ports {clk}]

set non_clock_inputs [all_inputs -no_clocks]
set_input_delay [expr $clk_period * $clk_io_pct] -clock clk0 $non_clock_inputs
set_output_delay [expr $clk_period * $clk_io_pct] -clock clk0 [all_outputs]
==> results.txt <==
Physical implementation.

- The run finished with clean final reports.
- The share of the synthesized netlist area taken by xor and xnor gates is 4.40%.
- The synthesis area per yosys is 0.112 mm^2.
- The kind of start point of the critical path is a primary input.
- From synthesis to final layout, the design area changed by 7.11%.
- During placement, the flow inserted port buffers numbering 196.
- The tool warning count for the run is 37.
- The end-of-flow timing check tallies setup violations at 0.
- The final non-filler cell area is 0.120 mm^2.
- The number of enable-type register cells in the synthesized netlist is 169.
- The cell-mix breakdown from Yosys lists the adder-cell area share as 46.8%.
- The arrival time of data at the worst endpoint is listed as 9.56 ns.
- The total length of routed wires is 273000 um.
- Looking at the max-slew report, the worst-margin pin has a slew of 0.913 ns.
- The clock reaches the later pin of the worst-skew pair after 0.77 ns.
- The category of the most critical setup path is in -> reg.
- The most repeated library cell on the critical path is sky130_fd_sc_hd__fa_1.
- The static power due to leakage is 56.6 nW.
- Setup repair after global routing left no endpoint under its margin.
- The number of nets still failing antenna checks after routing is 0.
- The number of pins exceeding their max-slew limit in the final report is 0.
- The number of post-CTS setup repair buffers is 0.
- The number of cell instances after yosys synthesis is 12.4k.
- The horizontal die dimension is 476 um.
- For this run, the slowest stage of the critical path takes 0.81 ns.
- The total track usage is 27.4%.
- The most used flip-flop cell after synthesis is sky130_fd_sc_hd__dfrtp_1.
- In this design, the largest share of critical-path delay is due to adder cells.
- The number of global-route vias before repair is 86.0k.
- The share of the Yosys chip area taken by registers is 13.9%.
- The timing report notes that buffer and inverter cells on the critical path total 6.
- TritonCTS created 81 clock buffers.
- The deepest clock path buffer count is 3.
- The highest clock rate this design can be run at is 0.111 GHz.
- For this run, the number of Yosys warnings is 2.
- The final weighted congestion recorded by global placement is 0.957.
- The class of the most critical hold timing path is reg -> reg.
- The post-synthesis area per instance is 9.06 um^2.
- The floorplan core area is 0.223 mm^2.
- Entering global routing, the biggest net connects 93 pins.
- TritonCTS reports the number of clock sinks as 591.
- Leaving out fill and tap cells, the most frequent cells in the layout are 2470 x sky130_fd_sc_hd__inv_1, 2098 x sky130_fd_sc_hd__fa_1, 2083 x sky130_fd_sc_hd__nand2_1.
- Per the synth log, the flip-flop and latch total comes to 591.
- The root cell of the clock tree is sky130_fd_sc_hd__clkbuf_16.
- The mux share of post-synthesis cell area is 1.61%.
- The combined area of all synthesized cells is 0.112 mm^2.
- The largest combinational cell category by area is adder cells.
- The per-cell routed wire length is 17.8 um.
- The final period demand of the worst path is 8.97 ns.
- Of the total synthesized cell area, the portion taken by AND-OR and OR-AND cells is 6.74%.
- The initial antenna violation count is 8.
- The count of unresolved DRC violations after routing is 0.
- The most numerous logic cell after layout is sky130_fd_sc_hd__inv_1.
- The effective utilization at floorplan is 50.4%.
- The chip occupies 0.226 mm^2.
- The count of boundary I/O pins is 197.
- The H-tree was split into 3 levels.
- The final sum of negative setup slack is 0 ns.
- The share of final-layout standard cells stronger than drive strength 1 is 4.18%.
- The worst vdd rail ir drop is 0.000409 V.
- The via-per-instance ratio is 5.23.
- The total design power is 19.4 mW.
- For this run the detailed placement stage logged an HPWL of 209000 um.
- The TritonCTS clock tree is yes.
- Recorded from the global router log, the overflow total was 0.
- The via count of the routed design is 80.1k.
- The tally of max-capacitance violations is 0.
- The share of the clock period used by the worst path after layout is 80.8%.
- Post-CTS repair ended up resizing 0 cells.
- The relative max-transition margin is 38.9%.
- The count of TritonRoute iterations in the first routing pass is 8.
- For this design the ratio of total power to cell area is 162 mW/mm^2.
- The gate-level netlist out of Yosys references 110 unique cell types.
- The endpoint required time on the critical path is 11.68 ns.
- The type of element capturing the critical path is a flip-flop.
- The vertical die dimension reported for this design is 476 um.
- The maximum net fanout on the critical path is 18.
- Per the synthesis report, the simple-gate share of the synthesized area is 16.2%.
- Counting flops with an async set or reset pin after synthesis yields a share of 71.4%.
- On the reported timing paths, the clock transition at the registers reads 0.06 ns.
- The cts-stage hold buffer count is 0.
- Across the routed clock network, the largest skew measured is 0.0676 ns.
- The floorplan has 173 rows.
- The first-pass GRT wire length is 456000 um.
- The detailed router's first-iteration violation count is 3268.
- The post-placement cell area is 0.117 mm^2.
- The cell count after synthesis came out at 12.4k.
- The hold violation count in the final report is 0.
- The master of the slowest instance on the critical path is sky130_fd_sc_hd__clkdlybuf4s50_1.
final timing paths:
path	slack, ns	depth (start not counted)	end	from
worst max-delay path	2.13	25	inv_a12_full[8]	a12[6]
max in group asynchronous	6.70	5	inv_a13_full[12]	rst
min in group asynchronous	1.40	1	DUT1.y[20]	rst
worst min register to register	0.41	1	DUT3.state[1]	DUT3.state[2]
worst max register to register	3.18	25	temp1[18]	inv_a22_full[1]
worst min-delay path	0.41	1	DUT3.state[1]	DUT3.state[2]
synthesized netlist by cell type (all sizes together) (76+ instances only):
master	instances	area share, %
dfrtp	419	9.3
edfxtp	169	4.5
nand2b	133	0.74
nand3	86	0.39
a21oi	293	1.3
ha	836	9.3
xor2	186	1.5
nor2	379	1.3
nand2	2084	7.0
inv	2473	8.3
fa	2098	37
and2	911	5.1
xnor2	378	3.0
a21o	98	0.66
nor3	76	0.35
o21ai	386	1.7
clkbuf	558	1.9
sequential cells by signal (all words and copies together), names as in the netlist, 20 cells and up:
signal and flops:
DUT3.y 32, temp2 20, temp1 20, DUT1.y 32, temp5 20, temp4 20, temp3 20, DUT2.y 32
temp6 21
per-stage QoR:
stage / instances / hold slack, ns / setup WS, ns / utilization [%]
after floorplan: 12400 / 0.404 / 2.41 / -
after global placement: 15200 / 0.406 / 1.43 / 52.6
after detailed placement: 15200 / 0.416 / 1.38 / 52.6
after CTS: 15300 / 0.427 / 2.19 / 54.0
after global routing: 15300 / 0.444 / 1.70 / 54.0
final: 15300 / 0.412 / 2.13 / 54.0
worst register-to-register path: stages (launching register included):
cell and delay, ns:
sky130_fd_sc_hd__dfrtp_1 0.32, sky130_fd_sc_hd__buf_4 0.37, sky130_fd_sc_hd__nand2_1 0.22, sky130_fd_sc_hd__fa_1 0.57
sky130_fd_sc_hd__inv_1 0.06, sky130_fd_sc_hd__fa_1 0.54, sky130_fd_sc_hd__inv_1 0.05, sky130_fd_sc_hd__fa_1 0.48
sky130_fd_sc_hd__fa_1 0.55, sky130_fd_sc_hd__inv_1 0.05, sky130_fd_sc_hd__fa_1 0.48, sky130_fd_sc_hd__inv_1 0.06
sky130_fd_sc_hd__fa_1 0.48, sky130_fd_sc_hd__inv_1 0.04, sky130_fd_sc_hd__ha_1 0.31, sky130_fd_sc_hd__nand4_1 0.09
sky130_fd_sc_hd__nor2_1 0.14, sky130_fd_sc_hd__a21oi_2 0.12, sky130_fd_sc_hd__a21oi_2 0.24, sky130_fd_sc_hd__a31oi_1 0.27
sky130_fd_sc_hd__a311oi_1 0.62, sky130_fd_sc_hd__a31oi_1 0.25, sky130_fd_sc_hd__a211oi_2 0.34, sky130_fd_sc_hd__a21oi_1 0.15
sky130_fd_sc_hd__nand2b_1 0.16, sky130_fd_sc_hd__a221oi_1 0.61
report_power, final:
group | switching, mW | leakage [nW] | total, mW | internal [mW]
registers | 0.181 | 7.17 | 3.19 | 3.01
logic | 7.70 | 48.0 | 13.4 | 5.70
clock network | 1.16 | 1.43 | 2.84 | 1.69
total | 9.04 | 56.6 | 19.4 | 10.4
area by class of cell:
class	instances	area, um^2
flip-flops and latches	591	15600
multi-input cells	8720	85000
clock inverters	45	604
repair buffers	404	3550
well taps	2975	3720
fillers	19200	103000
inverters	2480	9310
clock buffers	106	2350
diodes	4	10.0
layer usage:
layer	part of all wire (%)	vias up	track usage, %
li1	-	37400	-
met4	2.8	8	6.01
met5	0.017	-	0
met3	9.1	419	10.0
met1	42	39700	40.2
met2	46	2507	41.4
kinds of logic (layout without fill, tap and decap cells):
kind of cell,count (synthesis),in the layout
flip-flops,591,591
adder cells (fa/ha/maj),2934,2934
other,0,4
AND-OR/OR-AND,1187,1187
XOR/XNOR,564,564
multiplexers,134,134
AND/OR/NAND/NOR,3901,3901
buffers and inverters,3080,3035
Power is estimated from default activity; no workload was simulated.
