--- design/flow/design.v ---
module matrix_multiply1(
    input signed [15:0] Q11, Q12, Q13, Q21, Q22, Q23, Q31, Q32, Q33,         
    input signed [15:0] P11, P12, P13, P21, P22, P23, P31, P32, P33,         
    output reg signed [15:0] R11, R12, R13, R21, R22, R23, R31, R32, R33,     
    input clk,                        
    input rst,                       
    output reg done,
    input valid
);
reg signed [31:0] S11, S12, S13, S21, S22, S23, S31, S32, S33;
reg calc;
always @(posedge clk or negedge rst) begin
    done <= 0;
    if (!rst) begin
        S11 <= 0;
        S12 <= 0;
        S13 <= 0;
        S21 <= 0;
        S22 <= 0;
        S23 <= 0;
        S31 <= 0;
        S32 <= 0;
        S32 <= 0;
        S33 <= 0;
        done <= 0;
        R11 <= 0;
        R12 <= 0;
        R13 <= 0;
        R21 <= 0;
        R22 <= 0;
        R23 <= 0;
        R31 <= 0;
        R32 <= 0;
        R33 <= 0;
        calc <= 0;
    end
    else if(valid)
    begin
        calc <= 1;
        S11 <= ((Q11 * P11 + Q12 * P21 + Q13 * P31) >>>12);
        S12 <= ((Q11 * P12 + Q12 * P22 + Q13 * P32) >>>12);
        S13 <= ((Q11 * P13 + Q12 * P23 + Q13 * P33) >>>12);
        S21 <= ((Q21 * P11 + Q22 * P21 + Q23 * P31) >>>12);
        S22 <= ((Q21 * P12 + Q22 * P22 + Q23 * P32) >>>12);
        S23 <= ((Q21 * P13 + Q22 * P23 + Q23 * P33) >>>12);
        S31 <= ((Q31 * P11 + Q32 * P21 + Q33 * P31) >>>12);
        S32 <= ((Q31 * P12 + Q32 * P22 + Q33 * P32) >>>12);
        S33 <= ((Q31 * P13 + Q32 * P23 + Q33 * P33) >>>12);
        end
        else if (calc)
    begin  
        R11 <= S11[15:0];
        R12 <= S12[15:0];
        R13 <= S13[15:0];
        R21 <= S21[15:0];
        R22 <= S22[15:0];
        R23 <= S23[15:0];
        R31 <= S31[15:0];
        R32 <= S32[15:0];
        R33 <= S33[15:0];
        done <= calc;
        calc <= 0;
    end
end
endmodule
--- design/flow/run.sh ---
#!/bin/bash
# OpenROAD 26Q1-2900-gdf79404cd8, Yosys 0.63+post, stock flow scripts
make -C /OpenROAD-flow-scripts/flow DESIGN_CONFIG=/design/flow/config.mk WORK_HOME=/design/flow/orfs finish
--- design/flow/config.mk ---
export PLATFORM = sky130hd
export DESIGN_NAME = matrix_multiply1
export DESIGN_NICKNAME = matrix_multiply1
export VERILOG_FILES = /design/flow/design.v
export SDC_FILE = /design/flow/constraint.sdc
export NUM_CORES = 4
export LEC_CHECK = 1
export CORE_UTILIZATION = 40
--- design/flow/constraint.sdc ---
current_design matrix_multiply1

set clk_period 15.5
set clk_io_pct 0.2

create_clock -name clk0 -period $clk_period [get_ports {clk}]

set non_clock_inputs [all_inputs -no_clocks]
set_input_delay [expr $clk_period * $clk_io_pct] -clock clk0 $non_clock_inputs
set_output_delay [expr $clk_period * $clk_io_pct] -clock clk0 [all_outputs]
==> results.yml <==
# generated from flow reports
final_timing:
  clock.fmax_mhz: 80.2
  worst_slew_margin_rel: 0.157
  fin_crit_sh: 0.804
  rsz0062_at_grt: "false"
  final-hold-violation-count: 0
  worst_pin_slew_ns: 1.26
  slew_viol_final: 0
  fin_crit_ns: 12.47
  fin_setup_tns_ns: 0
  fin_skew_ns: 0.0862
  hold_ws_ns: 0.488
  setup_viol: 0
min_path:
  hold_path_depth: 1
  hold_path_class: "flop to flop"
  hold_end: "S13[8]$_DFFE_PN0P_"
  min_from: "S13[8]$_DFFE_PN0P_"
grt:
  grt_busiest_layer: "met2"
  grt.overflow.total: 0
  grt_pass1_vias: 194038
  grtUsageMet2: 0.464
  use_met1: 0.374
  met3_usage: 0.190
  grt_usage: 0.313
  grt_max_degree: 93
  grt_pass1_wl_um: 1320000
  grt_antenna_before_repair: 187
synthesis:
  yosysWarnings: 1
  yosysTopAreaCell: "fa_1"
  ys_sh_xor: 0.0229
  ys_sh_mux: 0.0108
  synth_cell_types: 58
  topCombFamilyByArea: "adder cells"
  ys_top_cells_by_count: "inv_1 (8155), fa_1 (7086), and2_1 (3256)"
  yosysSeqAreaShare: 0.0288
  most_common_cell: "inv_1"
  syn_area_per_cell_um2: 9.39
  adder_share: 0.645
  synth_top_area_share: 0.563
  synthCells: 26857
  synth-simple-area-share: 0.141
  ys_sh_aoi: 0.00865
  ys_cells: 26857
  ys_chip_area_um2: 252000
  edf_count: 0
  async_reset_ff_frac: 1.00
  ys_seq_elements: 290
  topCellsByArea: "fa_1 (56%), inv_1 (12%), ha_1 (8.2%)"
  synth_area_um2: 252000
  yosys_most_used_dff: "dfrtp_1"
setup_path:
  r2r_end: "R12[15]$_DFFE_PN0P_"
  ff2ff_setup_slack_ns: 11.73
  crit_type: "input port to flop"
  cp-end-kind: "flop"
  regToRegStartpoint: "calc$_DFF_PN0_"
  reg2regPathDepth: 7
  crit_arrival_ns: 13.11
  critPathRequiredTime_ns: 16.15
  path_max_fanout: 31
  start_kind: "input port"
clock_tree:
  clk_pin_slew_ns: 0.06
  postCtsSetupRepairBufs: 0
  h-tree-depth: 2
  clock_path_buffers: 3
  ctsRootBufferMaster: "clkbuf_16"
  postCtsResizedCells: 0
  numClockSinks: 290
  cts-buffers-inserted: 44
  clk_latency_ns: 0.80
  holdBufCountCts: 0
  cts_tree: "yes"
finish:
  fillers: 60758
  drive_above_1_share: 0.0458
  areaGrowthSynthToFinish_pct: 5.84
  finish.utilization: 0.425
  finalNonFillerCells: 35114
floorplanning:
  die-area_um2: 634000
  die_x_um: 796
  fp-row-count: 291
  die_h_um: 796
  io_pins: 436
  core-area_um2: 628000
  fp_util: 0.401
placed_design:
  place.gp.congestion: 1.01
  dp_cells: 34770
  place.detailed.hpwl_um: 754000
  port_buffers: 435
routing:
  viasPerCell: 4.83
  wl_per_cell_um: 25.1
  first_iter_violations: 6492
  post-route-drc-count: 0
  drt-total-wl_um: 883000
  ant_nets: 0
  firstDrtPassIters: 7
  num_vias: 169604
job:
  warnings: 43
  maxCapViolCount: 0
run_status:
  status: "completed"
==> layout by cell type (no fill, tap or decap), types with 10 or more instances in the layout <==
cell type	synthesis	layout
inv_1	8155	8154
fa_1	7086	7086
and2_1	3256	3256
nand2_1	3193	3193
ha_1	1656	1656
buf_4	0	577
xnor2_1	567	553
dfrtp_1	290	290
buf_2	0	276
diode_2	0	263
mux2_2	241	241
nand2b_1	213	213
nor2b_1	172	171
clkdlybuf4s50_1	0	145
a21oi_1	90	90
xor2_1	91	83
nor2_1	64	64
o21ai_0	59	59
a21o_1	44	44
clkbuf_16	0	44
o21a_1	28	28
nor3_1	26	26
nand4_1	21	21
nand3_1	16	16
o21bai_1	15	15
xnor2_2	0	14
o31ai_1	12	12
nand4b_1	11	11
and3_1	11	11
a211oi_1	11	11
clkbuf_8	0	10
==> flip-flops by register name, indices dropped and copies added (netlist names) <==
register	cells
R11	16
R12	16
R13	16
R21	16
R22	16
R23	16
R31	16
R32	16
R33	16
S11	16
S12	16
S13	16
S21	16
S22	16
S23	16
S31	16
S32	16
S33	16
calc	1
done	1
==> layout make-up <==
cell class	instances	area [µm²]	area share
antenna	263	658	0.00247
clock buffer	55	1230	0.00462
clock inverter	26	339	0.00127
inverter	8155	30600	0.115
multi-input combinational	16971	209000	0.783
sequential	290	7260	0.0272
tap	8350	10400	0.0391
timing repair buffer	1004	7270	0.0273
==> logic make-up after synthesis <==
kind of cell,Yosys count
multiplexers,241
AND-OR/OR-AND,329
buffers and inverters,9596
adder cells (fa/ha/maj),8742
AND/OR/NAND/NOR,7001
flip-flops,290
XOR/XNOR,658
==> worst max-delay path by stage <==
| stage | end | slack, ns | cells past startpoint | start |
|---|---|---|---|---|
| after CTS | S31[15]$_DFFE_PN0P_ | 3.14 | 25 | P21[6] |
| final | S31[15]$_DFFE_PN0P_ | 3.03 | 25 | P21[6] |
| after global routing | S33[15]$_DFFE_PN0P_ | 3.07 | 27 | P13[5] |
==> routing by layer <==
| layer | part of all wire | vias up |
|---|---|---|
| li1 | - | 73153 |
| met1 | 0.33 | 88459 |
| met2 | 0.46 | 6339 |
| met3 | 0.15 | 1509 |
| met4 | 0.058 | 144 |
| met5 | 0.0018 | - |
==> critical path: stages <==
cell	delay [ns]
buf_2	0.08
buf_4	0.43
buf_4	0.53
and2_1	0.23
fa_1	0.47
fa_1	0.76
ha_1	0.22
inv_1	0.05
fa_1	0.53
fa_1	0.54
inv_1	0.05
fa_1	0.72
fa_1	0.49
fa_1	0.51
fa_1	0.61
ha_1	0.27
a2111oi_0	0.58
a21oi_1	0.31
buf_4	0.25
a22oi_1	0.66
a2111oi_0	0.32
a2111oi_2	0.66
a21oi_1	0.19
xnor2_1	0.16
mux2_2	0.26
==> metrics by stage <==
stage	setup slack [ns]	cell area, µm²
floorplan	4.06	252000
finish	3.03	267000
global placement	2.34	265000
detailed placement	2.30	265000
global route	3.07	267000
CTS	3.14	266000
