==> flow/design.v <==
module matrix_multiply #(parameter WORDLEN=16 ,parameter FRACTION_WIDTH=12)
    (
    input signed [15:0] Q11, Q12, Q13, Q21, Q22, Q23, Q31, Q32, Q33,         
    input signed [15:0] P11, P12, P13, P21, P22, P23, P31, P32, P33,         
    output reg signed [15:0] R11, R12, R13, R21, R22, R23, R31, R32, R33,     
    input clk,                        
    input rst,                       
    output reg done,
    input valid
);
			reg signed [WORDLEN-1:0]                                    matrix_in1 [2:0][2:0];
			reg signed [WORDLEN-1:0]                                    matrix_in2 [2:0][2:0];
			reg signed [(2*WORDLEN+2) - 1:0]                            matrix [2:0][2:0]    ;
			reg signed    [(2*WORDLEN) - 1:0]             Temp_reg1,Temp_reg2,Temp_reg3;  
            reg           [3:0]                             counter;
            reg                                             output_flag;
            reg calc;
always @(posedge clk) begin
    if (!rst) begin
        done <= 0;
        R11 <= 0;
        R12 <= 0;
        R13 <= 0;
        R21 <= 0;
        R22 <= 0;
        R23 <= 0;
        R31 <= 0;
        R32 <= 0;
        R33 <= 0;
        calc <= 0;
		Temp_reg1       <= 'b0;
        Temp_reg2       <= 'b0;
        Temp_reg3       <= 'b0;
        counter         <= 'b0;
        output_flag     <= 'b0;
    end
    else if(valid)
    begin
        counter <= 'b0;
        calc <= 1;
        matrix_in1[0][0]<=Q11;
        matrix_in1[0][1]<=Q12;
        matrix_in1[0][2]<=Q13;
        matrix_in1[1][0]<=Q21;
        matrix_in1[1][1]<=Q22;
        matrix_in1[1][2]<=Q23;
        matrix_in1[2][0]<=Q31;
        matrix_in1[2][1]<=Q32;
        matrix_in1[2][2]<=Q33;
        done <= 0;
        matrix_in2[0][0]<=P11;
        matrix_in2[0][1]<=P12;
        matrix_in2[0][2]<=P13;
        matrix_in2[1][0]<=P21;
        matrix_in2[1][1]<=P22;
        matrix_in2[1][2]<=P23;
        matrix_in2[2][0]<=P31;
        matrix_in2[2][1]<=P32;
        matrix_in2[2][2]<=P33;
        end
                                                if (calc)
                                                    begin 
                                                        case (counter)
                                                        4'd0:   begin 
                                                            Temp_reg1     <= matrix_in1 [0][0] * matrix_in2 [0][0];  
                                                            Temp_reg2     <= matrix_in1 [0][1] * matrix_in2 [1][0];  
                                                            Temp_reg3     <= matrix_in1 [0][2] * matrix_in2 [2][0];  
                                                            counter       <= counter + 1'd1 ;
                                                            end 
                                                        4'd1:   begin
                                                            matrix [0][0] <= Temp_reg1 + Temp_reg2 + Temp_reg3 ;     
                                                            Temp_reg1     <= matrix_in1 [0][0] * matrix_in2 [0][1];  
                                                            Temp_reg2     <= matrix_in1 [0][1] * matrix_in2 [1][1];  
                                                            Temp_reg3     <= matrix_in1 [0][2] * matrix_in2 [2][1];  
                                                            counter       <= counter + 1'd1 ;
                                                            end
                                                        4'd2:   begin 
                                                            matrix [0][1] <= Temp_reg1 + Temp_reg2 + Temp_reg3  ;     
                                                            Temp_reg1     <= matrix_in1 [0][0] * matrix_in2 [0][2];   
                                                            Temp_reg3     <= matrix_in1 [0][1] * matrix_in2 [1][2];   
                                                            Temp_reg2     <= matrix_in1 [0][2] * matrix_in2 [2][2];   
                                                            counter       <= counter + 1'd1 ;
                                                            end
                                                        4'd3:   begin
                                                            matrix [0][2] <= Temp_reg1 + Temp_reg2 + Temp_reg3 ;
                                                            Temp_reg1     <= matrix_in1 [1][0] * matrix_in2 [0][0]; 
                                                            Temp_reg2     <= matrix_in1 [1][1] * matrix_in2 [1][0]; 
															Temp_reg3     <= matrix_in1 [1][2] * matrix_in2 [2][0];
                                                            counter       <= counter + 1'd1 ;
                                                            end
                                                        4'd4:   begin
                                                            matrix [1][0] <= Temp_reg1 + Temp_reg2+Temp_reg3  ; 
                                                            Temp_reg1     <= matrix_in1 [1][0] * matrix_in2 [0][1]; 
                                                            Temp_reg2     <= matrix_in1 [1][1] * matrix_in2 [1][1];
															Temp_reg3     <= matrix_in1 [1][2] * matrix_in2 [2][1];
                                                            counter       <= counter + 1'd1 ;
                                                            end
                                                        4'd5: begin 
                                                            matrix [1][1] <= Temp_reg1 + Temp_reg2+Temp_reg3;
                                                            Temp_reg1     <= matrix_in1 [1][0] * matrix_in2 [0][2]; 
                                                            Temp_reg2     <= matrix_in1 [1][1] * matrix_in2 [1][2];
															Temp_reg3     <= matrix_in1 [1][2] * matrix_in2 [2][2];
                                                            counter       <= counter + 1'd1 ;
                                                            end
                                                        4'd6: begin 
                                                            matrix [1][2] <= Temp_reg2 + Temp_reg1+Temp_reg3;
															Temp_reg1     <= matrix_in1 [2][0] * matrix_in2 [0][0]; 
                                                            Temp_reg2     <= matrix_in1 [2][1] * matrix_in2 [1][0];
															Temp_reg3     <= matrix_in1 [2][2] * matrix_in2 [2][0];
															counter       <= counter + 1'd1 ;
                                                        end 
														4'd7: begin 
                                                            matrix [2][0] <= Temp_reg2 + Temp_reg1+Temp_reg3;
															Temp_reg1     <= matrix_in1 [2][0] * matrix_in2 [0][1]; 
                                                            Temp_reg2     <= matrix_in1 [2][1] * matrix_in2 [1][1];
															Temp_reg3     <= matrix_in1 [2][2] * matrix_in2 [2][1];
															counter       <= counter + 1'd1 ;
                                                        end 
														4'd8: begin 
                                                            matrix [2][1] <= Temp_reg2 + Temp_reg1+Temp_reg3;
															Temp_reg1     <= matrix_in1 [2][0] * matrix_in2 [0][2]; 
                                                            Temp_reg2     <= matrix_in1 [2][1] * matrix_in2 [1][2];
															Temp_reg3     <= matrix_in1 [2][2] * matrix_in2 [2][2];
															counter       <= counter + 1'd1 ;
                                                        end 
														4'd9: begin 
                                                            matrix [2][2] <= Temp_reg2 + Temp_reg1+Temp_reg3;
                                                            output_flag <= 1'b1 ;
                                                            calc    <= 1'b0 ;
                                                            counter     <= 4'd0 ;
                                                        end 
                                                      endcase 
                                                end 
                                                if (output_flag)begin
        R11 <= matrix[0][0][WORDLEN + FRACTION_WIDTH - 1: FRACTION_WIDTH];
        R12 <= matrix[0][1][WORDLEN + FRACTION_WIDTH - 1: FRACTION_WIDTH];
        R13 <= matrix[0][2][WORDLEN + FRACTION_WIDTH - 1: FRACTION_WIDTH];
        R21 <= matrix[1][0][WORDLEN + FRACTION_WIDTH - 1: FRACTION_WIDTH];
        R22 <= matrix[1][1][WORDLEN + FRACTION_WIDTH - 1: FRACTION_WIDTH];
        R23 <= matrix[1][2][WORDLEN + FRACTION_WIDTH - 1: FRACTION_WIDTH];
        R31 <= matrix[2][0][WORDLEN + FRACTION_WIDTH - 1: FRACTION_WIDTH];
        R32 <= matrix[2][1][WORDLEN + FRACTION_WIDTH - 1: FRACTION_WIDTH];
        R33 <= matrix[2][2][WORDLEN + FRACTION_WIDTH - 1: FRACTION_WIDTH];
        done<=1'b1;
        output_flag<=1'b0;
end
end
endmodule
==> flow/run.sh <==
#!/bin/bash
# OpenROAD 26Q1-2900-gdf79404cd8, Yosys 0.63+post, stock flow scripts
make -C /OpenROAD-flow-scripts/flow DESIGN_CONFIG=/design/flow/config.mk WORK_HOME=/design/flow/orfs finish
==> flow/config.mk <==
export PLATFORM = sky130hd
export DESIGN_NAME = matrix_multiply
export DESIGN_NICKNAME = matrix_multiply
export VERILOG_FILES = /design/flow/design.v
export SDC_FILE = /design/flow/constraint.sdc
export NUM_CORES = 4
export LEC_CHECK = 1
export CORE_UTILIZATION = 30
==> flow/constraint.sdc <==
current_design matrix_multiply

set clk_period 19.3
set clk_io_pct 0.2

create_clock -name clk0 -period $clk_period [get_ports {clk}]

set non_clock_inputs [all_inputs -no_clocks]
set_input_delay [expr $clk_period * $clk_io_pct] -clock clk0 $non_clock_inputs
set_output_delay [expr $clk_period * $clk_io_pct] -clock clk0 [all_outputs]
==> GITHUB_STEP_SUMMARY <==
### Yosys + OpenROAD results

| Metric | Value |
|---|---|
| Status | completed |
| Required time of the critical path | 20.12 ns |
| Clock buffer depth | 4 |
| Die Wd | 946 um |
| Pre-CTS setup slack | 9.97 ns |
| Met2 global-route usage | 0.313 |
| Synth top cell by count | inv_1 |
| # Post-CTS Setup Buffers | 0 |
| CTS H-tree lvls | 3 |
| OpenROAD warning count | 28 |
| Area leader, netlist | fa_1 |
| Via/cell ratio | 4.70 |
| Core area | 887,000 um^2 |
| Syn avg cell area | 9.12 um^2 |
| Chip area line of the yosys report | 267,000 um^2 |
| WP data arrival | 10.56 ns |
| Placed Area | 286,000 um^2 |
| Worst-case reg-to-reg path depth | 25 |
| Vias in the first global route | 210k |
| Min-Delay Endpoint | R33[5] |
| Max-cap violation count | 0 |
| IO Pins | 436 |
| Hold Crit Class | flop to flop |
| Total die size | 894,000 um^2 |
| DR vias | 193k |
| Fin crit share | 0.505 |
| Post-synth EDFFs | 576 |
| Upper clock frequency limit | 103 MHz |
| Initial antenna violation count | 90 |
| Setup WS post-layout | 9.56 ns |
| Pins over their slew limit | 0 |
| Synth cell count leaders | inv_1, fa_1, nand2_1 |
| Worst hold path startpoint | matrix[0][17] |
| Startpoint Class | flop |
| Routed WL per cell | 21.8 um |
| First-pass detailed-route iteration total | 6 |
| Distinct cells, synth | 84 |
| Cell count of the worst hold path | 1 |
| Hold_ws | 0.470 ns |
| PortBufs | 435 |
| Post-Layout Inst Area | 289,000 um^2 |
| Synth Warn # | 4 |
| Top cells, area | fa_1, inv_1, ha_1, and2_1, edfxtp_1 |
| TritonCTS Buffers | 101 |
| Hold Buf Count CTS | 0 |
| Final ANT Viol Nets | 0 |
| Routed WL | 893 mm |
| Clock latency (worst-skew pair) | 1.02 ns |
| DR DRC count | 0 |
| Synth flops | 667 |
| FP Core Util | 0.301 |
| TritonCTS Sinks | 667 |
| Post-CTS sizing | 0 |
| Ys flop type | edfxtp_1 |
| CTS root buf | clkbuf_16 |
| CP Capture Type | flop |
| GP Congestion | 1.02 |
| Crit-path max FO | 26 |
| Grt total ovfl | 0 |
| Setup violators final | 0 |
| Fraction of layout cells with a size suffix above 1 | 0.0313 |
| CTS tree | built |
| Reg2reg end | Temp_reg3[23] |
| Setup TNS | 0 ns |
| Met3 Track Usage GR | 0.120 |
| R2r startpoint | matrix_in1[6][15] |
| Tot GR Track Use | 0.215 |
| RSZ-0062 raised after global routing | no |
| Top cell type's share of synthesized area | 0.465 |
| Cells after synthesis | 29.3k |
| Synth Seq Share | 0.0716 |
| Setup Skew | 0.151 ns |
| Pin count of the biggest net entering global routing | 81 |
| Crit. Startpoint | matrix_in1[6][15] |
| Clk pin slew, worst setup/hold paths | 0.07 ns |
| Final Critical Period | 9.74 ns |
| Met1 Resource Use GR | 0.268 |
| Post-DP HPWL | 699 mm |
| Synthesized area | 267,000 um^2 |
| Setup CP Type | flop to flop |
| Busiest grt layer | met2 |
| Final Hold Vio Count | 0 |
| Setup slack, reg-to-reg | 9.56 ns |
| Layout area overhead | 8.30% |
| Row count | 346 |
| Ys cells | 29.3k |
| Fraction of registers with async set/reset | 0 |
| Worst slew margin | 0.0666 |
| Layout fillers | 89.9k |
| Detailed router's first-iteration violation count | 9,224 |
| Slew @ Worst Pin | 1.36 ns |
| Global-route wire length before repair | 1350 mm |
| Die H | 946 um |
-- layout make-up --
type	instances	area (um^2)	share of cell area
clock inverter	68	694	0.00240
antenna	105	263	0.000908
tap	11800	14800	0.0512
inverter	7466	28000	0.0969
sequential	667	19100	0.0661
timing repair buffer	1081	9320	0.0322
clock buffer	111	2630	0.00908
multi-input combinational	19600	215000	0.741
-- layout by cell type, fill, tap and decap left out, types with 118 or more instances in the layout --
cell and instances:
inv_1 7460, fa_1 6209, nand2_1 3587, and2_1 3222, ha_1 2109, xnor2_1 759, buf_4 637, edfxtp_1 576
nor2_1 572, a21oi_1 519, clkdlybuf4s50_1 434, o21ai_0 360, xor2_1 263, a21o_1 231, nand2b_1 225, o21a_1 127
nand3_1 118
-- flip-flops by register name, summed over array words and instances (netlist names) --
signal	count
R11	16
R12	16
R13	16
R21	16
R22	16
R23	16
R31	16
R32	16
R33	16
Temp_reg1	28
Temp_reg2	28
Temp_reg3	28
calc	1
counter	4
done	1
matrix	144
matrix_in1	144
matrix_in2	144
output_flag	1
-- routing by layer --
layer  share of wire  wire [um]  vias to the layer above
met4           0.055      49300                       62
li1                -          -                    85200
met3            0.14     121000                     1452
met1            0.37     333000                    97100
met5          0.0016       1400                        -
met2            0.43     388000                     8875
-- worst max-delay path by stage --
stage / end / slack [ns] / depth (start not counted)
5_1_grt: Temp_reg3[23] / 9.34 / 25
6_report: Temp_reg3[23] / 9.56 / 25
4_1_cts: Temp_reg3[23] / 9.97 / 25
-- stage by stage --
step | std cells | util
2_1_floorplan | 29300 | -
6_report | 41000 | 0.326
3_3_place_gp | 40700 | 0.322
5_1_grt | 40900 | 0.326
4_1_cts | 40900 | 0.326
3_5_place_dp | 40700 | 0.322
-- cells by family (layout without fill, tap and decap cells) --
logic type | after synthesis | count (layout) | synth area share
buffers and inverters | 8997 | 8726 | 0.126
adder cells (fa/ha/maj) | 8318 | 8318 | 0.564
AND/OR/NAND/NOR | 8190 | 8190 | 0.152
AND-OR/OR-AND | 2090 | 2090 | 0.0516
XOR/XNOR | 1032 | 1032 | 0.0338
flip-flops | 667 | 667 | 0.0716
multiplexers | 17 | 17 | 0.000651
other | 0 | 105 | 0
-- critical path, cell delays in order, from the launching register on --
cell	delay [ns]
edfxtp_1	0.93
buf_4	0.56
nand2_1	0.20
inv_1	0.17
fa_1	0.54
inv_1	0.21
fa_1	0.46
fa_1	0.50
fa_1	0.54
inv_1	0.05
fa_1	0.48
inv_1	0.05
fa_1	0.49
inv_1	0.05
ha_1	0.38
a21oi_1	0.24
nor2b_1	0.07
o31a_1	0.36
a211o_1	0.30
a21oi_1	0.48
xor2_1	0.33
nor2_1	0.15
a2111oi_0	0.87
o221ai_1	0.72
nor4_1	0.36
a21oi_1	0.11
